## flow/run.sh

```bash
#!/bin/bash
# OpenROAD 26Q1-2900-gdf79404cd8, Yosys 0.63+post, stock flow scripts
make -C /OpenROAD-flow-scripts/flow DESIGN_CONFIG=/design/flow/config.mk WORK_HOME=/design/flow/orfs finish
```

## flow/config.mk

```make
export PLATFORM = sky130hd
export DESIGN_NAME = openhmc_sync_fifo
export DESIGN_NICKNAME = openhmc_sync_fifo
export VERILOG_FILES = /design/flow/design.v
export SDC_FILE = /design/flow/constraint.sdc
export NUM_CORES = 4
export LEC_CHECK = 1
export CORE_UTILIZATION = 30
```

## flow/constraint.sdc

```tcl
current_design openhmc_sync_fifo

set clk_period 30.7
set clk_io_pct 0.2

create_clock -name clk0 -period $clk_period [get_ports {clk}]

set non_clock_inputs [all_inputs -no_clocks]
set_input_delay [expr $clk_period * $clk_io_pct] -clock clk0 $non_clock_inputs
set_output_delay [expr $clk_period * $clk_io_pct] -clock clk0 [all_outputs]
```

## flow/design.v

```verilog
`default_nettype none
module openhmc_sync_fifo #(
        parameter DATASIZE                  = 8,
        parameter ADDRSIZE                  = 8
    ) (
        input wire                  clk,
        input wire                  res_n,
        input wire [DATASIZE-1:0]   d_in,
        input wire                  shift_in,
        input wire                  shift_out,
        output wire [DATASIZE-1:0]  d_out,
        output wire                 empty
    );
wire si, so;     
reg full_r1, full_r2;
wire full_1, full_2, full_3;
reg full_m2, full_m1;
reg [DATASIZE-1:0] d_out_r1, d_out_r2;
wire [DATASIZE-1:0] d_out_m2, d_out_2, d_out_3;
wire mux_rm_2;
reg [ADDRSIZE -1:0] ra_m, wa_m;  
reg [ADDRSIZE -1:0] ra, wa;  
wire wen, ren;
wire m_empty;
assign full_1 = full_r1 || full_m1 || (full_m2 && full_r2);
assign full_2 = full_r2 || full_m2;
always @ (posedge clk or negedge res_n) begin
    if (!res_n) begin
        d_out_r1 <= {DATASIZE {1'b0}};
        d_out_r2 <= {DATASIZE {1'b0}};
        full_r1 <= 1'b0;
        full_r2 <= 1'b0;
    end else begin
        if ((full_2 && !full_1 && si && !so) ||          
            (full_1 && m_empty && si && so)) begin       
            d_out_r1 <= d_in;
            full_r1 <= 1'b1;
        end
        if (full_r1 && so && (!si || !m_empty)) begin    
            full_r1 <= 1'b0;
        end
        if (full_3 && ((!full_2 && si && !so) ||         
                (full_2 && !full_1 && si && so))) begin  
            d_out_r2 <= d_in;
            full_r2 <= 1'b1;
        end
        if (full_r1 && so) begin                         
            d_out_r2 <= d_out_r1;
            full_r2 <= 1'b1;
        end
        if (full_m2 && ((!full_r2 && !so) ||             
                        (full_r2 && so))) begin
            d_out_r2 <= d_out_m2;
            full_r2 <= 1'b1;
        end
        if (full_r2 &&
                ((!full_r1 && !full_m2 && so && !si) ||  
                (full_m1 && si && so))) begin            
            full_r2 <= 1'b0;
        end
    end
end
    assign d_out = d_out_3;
    assign empty = !full_3;  
    assign si = shift_in;
    assign so = shift_out;
    wire [ADDRSIZE:0] fifo_ram_count = wa_m - ra_m;
    assign mux_rm_2 = full_r2;           
    assign d_out_2 = mux_rm_2 ? d_out_r2 : d_out_m2;     
    assign wen = si && !so && full_1     
                || si && !m_empty;   
    assign ren = so && !m_empty;
    assign m_empty = (wa_m == ra_m);
    always @ (posedge clk or negedge res_n) begin
        if (!res_n) begin
            full_m1 <= 1'b0;
            full_m2 <= 1'b0;
        end else begin
            full_m1 <= ren;  
            full_m2 <= full_m1
                    || full_m2 && !so && full_r2;        
        end
    end
    always @(*) begin
        wa = wa_m + 1'b1;  
        ra = ra_m + 1'b1;
    end
    always @ (posedge clk or negedge res_n) begin
        if (!res_n) begin
            wa_m <= {ADDRSIZE {1'b0}};
            ra_m <= {ADDRSIZE {1'b0}};
        end else begin
            if (wen) begin
                wa_m <= wa;  
            end
            if (ren) begin
                ra_m <= ra;
            end
        end
    end
openhmc_sync_fifo_reg_stage #(.DWIDTH(DATASIZE))
    sync_fifo_reg_stage_3_I (
        .clk(clk),
        .res_n(res_n),
        .d_in(d_in),
        .d_in_p(d_out_2),
        .p_full(full_2),
        .n_full(1'b1),
        .si(si),
        .so(so),
        .full(full_3),
        .d_out(d_out_3)
    );
openhmc_ram #(
    .DATASIZE(DATASIZE),     
    .ADDRSIZE(ADDRSIZE),     
    .PIPELINED(1)
    )
    ram(
        .clk(clk),
        .wen(wen),
        .wdata(d_in),
        .waddr(wa),
        .ren(ren),
        .raddr(ra),
        .rdata(d_out_m2)
        );
endmodule
`default_nettype wire
`default_nettype none
module openhmc_sync_fifo_reg_stage #(parameter DWIDTH = 8)(
    input wire clk,
    input wire res_n,
    input wire [DWIDTH-1:0] d_in,
    input wire [DWIDTH-1:0] d_in_p,
    input wire p_full,   
    input wire n_full,   
    input wire si,
    input wire so,
    output reg full,     
    output reg [DWIDTH-1:0] d_out
);
wire en, muxi;
assign en = (si & so & full)                 
            | (si & ~so & ~full && n_full)   
            | (~si & so & p_full);           
assign muxi = (si & ~so) | (si & so & ~p_full & full);
always @ (posedge clk or negedge res_n) begin
    if (!res_n) begin
        full <= 1'b0;
        d_out <= {DWIDTH{1'b0}};
    end else begin
        if (en) begin
            if (muxi) begin
                d_out <= d_in;       
            end else begin
                d_out <= d_in_p;     
            end
        end
        full <= (full & si)              
                | (full & ~si & ~so)     
                | (~si & so & p_full)    
                | (si & ~so & n_full);   
    end
end
endmodule
`default_nettype wire
`default_nettype none
module openhmc_ram #(
        parameter DATASIZE  = 78,    
        parameter ADDRSIZE  = 9,     
        parameter PIPELINED = 0     
    ) (
        input wire                  clk,
        input wire                  wen,
        input wire [DATASIZE-1:0]   wdata,
        input wire [ADDRSIZE-1:0]   waddr,
        input wire                  ren,
        input wire [ADDRSIZE-1:0]   raddr,
        output wire [DATASIZE-1:0]  rdata
    );
    wire [DATASIZE-1:0] rdata_ram;
    generate
        if (PIPELINED == 0)
        begin
            assign rdata    = rdata_ram;
        end
        else
        begin
            reg [DATASIZE-1:0]  rdata_dly;
            reg                 ren_dly;
            assign rdata    = rdata_dly;
            always @(posedge clk)
            begin
                ren_dly         <= ren;
                if (ren_dly)
                    rdata_dly   <= rdata_ram;
            end
        end
    endgenerate
    reg [DATASIZE-1:0]  MEM [0:(2**ADDRSIZE)-1];
    reg [DATASIZE-1:0]  data_out;
    assign rdata_ram = data_out;
    always @(posedge clk)
    begin
        if (wen)
            MEM[waddr]  <= wdata;
    end
    always @(posedge clk)
    begin
        if (ren)
            data_out    <= MEM[raddr];
    end
endmodule
`default_nettype wire
```

==> results.json <==
{
  "status": "completed",
  "hpwl_um": 126000,
  "yosys_warnings": 3,
  "io_pins": 21,
  "cp_num_buf_inv": 2,
  "drc_errors": 0,
  "required_ps": 31120,
  "pwr-share-comb_pct": 36.8,
  "mostFrequentLayoutCell": "edfxtp_1",
  "lay_top_cells": "2,064 x edfxtp_1, 512 x mux4_2, 475 x nand2_1",
  "clockRootBuffer": "clkbuf_16",
  "routed_via_density": 5.08,
  "slew_violations": 0,
  "grt_pass1_vias": 45847,
  "ys_cells": 4161,
  "cp-end-kind": "flip-flop",
  "top_cells_by_area": "edfxtp_1 75%, mux4_2 14%, nand2_1 2.2%",
  "crit_path_cell_trace": "clkdlybuf4s50_1 -> a21oi_1 -> o21ai_2 -> a21oi_1 -> nand2_2 -> buf_4 -> nor2_1",
  "tns_ps": 0,
  "cts_resized": 0,
  "rows": 191,
  "yosysTopAreaCell": "edfxtp_1",
  "die_h_um": 526,
  "cts.htree.levels": 4,
  "cts_made_buffers": 196,
  "grt_usage_pct": 16.3,
  "ir_drop_mv": 0.129,
  "critPathMaxStageDelay_ps": 640,
  "fin_util_pct": 34.5,
  "first_pass_iters": 5,
  "hold_viol_final": 0,
  "wl_met1_um": 68000,
  "routedWlPerCell_um": 26.1,
  "synth-main-ff-cell": "edfxtp_1",
  "cts.reportedPaths.clkPinSlew_ps": 60,
  "grt_max_degree": 121,
  "path_max_fanout": 13,
  "syn-cell-area_mm2": 0.0823,
  "warnings": 36,
  "stdcell_count": 7995,
  "swShare_pct": 35.2,
  "avgSynthCellArea_um2": 19.8,
  "fmax_mhz": 110,
  "cts.sinks": 2110,
  "die_w_um": 526,
  "dp.cells": 7630,
  "power-per-cell-area_mw_per_mm2": 97.9,
  "fin_crit_sh_pct": 29.7,
  "wl_met3_um": 40900,
  "grt_setup_unrepaired": "false",
  "clk_latency_ps": 850,
  "routed_wl_um": 208000,
  "p_switching_w": 0.00323,
  "yosys_area_mm2": 0.0823,
  "critPathLaunchType": "input port",
  "async_flop_share_pct": 2.13,
  "portBuffers": 20,
  "top_layer_used": "met5",
  "synth_seq_share_pct": 76.7,
  "chipArea_mm2": 0.277,
  "numSynthFlops": 2110,
  "cpMostUsedCell": "a21oi_1",
  "antenna_cells_inserted": 0,
  "grt_pass1_wl_um": 305000,
  "grt-ovfl-total": 0,
  "p_total_w": 0.00919,
  "relSlewSlack_pct": 35.4,
  "cts-hold-fix-buffers": 0,
  "crit_family": "simple AND/OR/NAND/NOR gates",
  "place_congestion": 0.937,
  "synth-edff-count": 2064,
  "drt-initial-drc-count": 2921,
  "route.met2.wl_um": 94100,
  "hold_slack_ps": 416,
  "p_leak_nw": 29.2,
  "fin_crit_ps": 9120,
  "coreArea_mm2": 0.272,
  "post_cts_buffers": 0,
  "ys_types": 41,
  "cts_max_path_buffers": 3,
  "clock_power_share_pct": 27.3,
  "clock_skew_ps": 68.0,
  "synthCells": 4161,
  "crit_type": "input port to flip-flop",
  "tightest_slew_ps": 966,
  "antenna_found_initial": 0,
  "via_count": 40632,
  "fp_util_pct": 30.3,
  "detail-route-antenna-nets": 0,
  "drive_gt1_share_pct": 22.3,
  "hold_class": "flip-flop to flip-flop",
  "power_frac_seq_pct": 35.9,
  "syn2layout_area_growth_pct": 14.0,
  "setup_viol": 0,
  "cts_tree": "yes",
  "max_cap_viol_count": 0,
  "power.internal_w": 0.00596,
  "crit_slowest_cell": "clkdlybuf4s50_1",
  "synth_top_area_share_pct": 75.3,
  "critical_path_arrival_ps": 9540
}
==> sequential cells by signal, summed over array words and instances (netlist names) <==
register                       flops
d_out_r1                           8
ram.genblk1.rdata_dly              8
ra_m                               8
ram.MEM                         2048
full_r2                            1
full_m2                            1
d_out_r2                           8
full_r1                            1
ram.data_out                       8
full_m1                            1
sync_fifo_reg_stage_3_I.d_out      8
wa_m                               8
sync_fifo_reg_stage_3_I.full       1
ram.genblk1.ren_dly                1
==> synthesized netlist by cell type, types with 21 or more instances <==
cell      count
a22oi_1      73
buf_2        84
clkbuf_1    140
dfrtp_1      45
edfxtp_1   2064
mux2_2       24
mux2i_1      64
mux4_2      512
nand2_1     491
nand3_1     167
nor2_1      294
o221ai_1     24
xor2_1       21
==> cell families (layout without fill, tap and decap cells) <==
family	count (synthesis)	after routing	synth area share, %
flops	2110	2110	76.7
simple gates	963	963	4.67
mux	600	600	15.1
buf+inv	253	517	1.32
compound gates	190	190	1.70
xor+xnor	39	39	0.433
fa+ha+maj	6	6	0.0912
==> layer usage <==
layer,up-vias,GRT usage [%]
met4,12,3.25
li1,17046,-
met1,20195,17.7
met3,314,15.0
met5,-,1.25
met2,3065,23.4
==> power groups by stage <==
stage	sequential [W]	clock (W)	combinational (W)
4_1_cts	0.00330	0.00256	0.00336
5_1_grt	0.00330	0.00267	0.00362
6_report	0.00330	0.00251	0.00338
==> area by class of cell <==
| type | count | area, um^2 |
|---|---|---|
| Clock inverter | 123 | 1620 |
| Fill cell | 24803 | 178000 |
| Multi-Input combinational cell | 1798 | 18300 |
| Timing Repair Buffer | 141 | 1230 |
| Sequential cell | 2110 | 63100 |
| Tap cell | 3570 | 4470 |
| Inverter | 11 | 41.3 |
| Clock buffer | 242 | 5150 |
==> per-stage QoR <==
step	worst slack, ps	instance area [um^2]
floorplan	22760	82300
global placement	20860	87100
detailed placement	20800	87100
CTS	21680	93900
global route	21360	93900
finish	21580	93900
==> final timing paths <==
check | startpoint | endpoint | slack [ps] | depth (start not counted)
max in group asynchronous | res_n | ra_m[0]$_DFFE_PN0P_ | 24750 | 2
min | ram.data_out[1]$_DFFE_PP_ | ram.genblk1.rdata_dly[1]$_DFFE_PP_ | 420 | 0
min reg2reg | ram.data_out[1]$_DFFE_PP_ | ram.genblk1.rdata_dly[1]$_DFFE_PP_ | 420 | 0
max | shift_out | ram.MEM[1][5]$_DFFE_PP_ | 21580 | 7
min in group asynchronous | res_n | sync_fifo_reg_stage_3_I.d_out[7]$_DFFE_PN0P_ | 5420 | 2
max reg2reg | ra_m[0]$_DFFE_PN0P_ | ram.data_out[1]$_DFFE_PP_ | 24270 | 13
Power is estimated from default activity; no workload was simulated.
