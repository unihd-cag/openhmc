===== flow/run.sh =====
#!/bin/bash
# OpenROAD 26Q1-2900-gdf79404cd8, Yosys 0.63+post, stock flow scripts
make -C /OpenROAD-flow-scripts/flow DESIGN_CONFIG=/design/flow/config.mk WORK_HOME=/design/flow/orfs finish

===== flow/config.mk =====
export PLATFORM = sky130hd
export DESIGN_NAME = tx_scrambler
export DESIGN_NICKNAME = tx_scrambler
export VERILOG_FILES = /design/flow/design.v
export SDC_FILE = /design/flow/constraint.sdc
export NUM_CORES = 4
export LEC_CHECK = 1
export CORE_UTILIZATION = 40

===== flow/constraint.sdc =====
current_design tx_scrambler

set clk_period 4.7
set clk_io_pct 0.2

create_clock -name clk0 -period $clk_period [get_ports {clk}]

set non_clock_inputs [all_inputs -no_clocks]
set_input_delay [expr $clk_period * $clk_io_pct] -clock clk0 $non_clock_inputs
set_output_delay [expr $clk_period * $clk_io_pct] -clock clk0 [all_outputs]

===== flow/design.v =====
`default_nettype none
module tx_run_length_limiter #(
    parameter LANE_WIDTH  =64,
    parameter GRANULARITY =4,
    parameter RUN_LIMIT   =85
)
(
    input wire              clk,
    input wire              res_n,
    input wire              enable,
    input wire [LANE_WIDTH-1:0] data_in,
    output reg [LANE_WIDTH-1:0] data_out,
    output reg              rf_bit_flip
);
localparam NUM_CHUNKS   = (LANE_WIDTH + GRANULARITY-1)/(GRANULARITY);
localparam REM_BITS     = LANE_WIDTH - (GRANULARITY * (LANE_WIDTH/GRANULARITY));
localparam COUNT_BITS   = 8;
wire [NUM_CHUNKS-1:0] no_flip;
wire [NUM_CHUNKS-1:0] still_counting_top;
wire [NUM_CHUNKS-1:0] still_counting_bottom;
wire [COUNT_BITS-1:0] count_top;
wire [COUNT_BITS-1:0] count_top_part    [NUM_CHUNKS-1:0];
wire [COUNT_BITS-1:0] count_bottom;
wire [COUNT_BITS-1:0] count_bottom_part [NUM_CHUNKS-1:0];
wire bit_flip;
reg [COUNT_BITS-1:0] count_bottom_d1;
reg                  no_flip_bottom_d1;
reg                  data_in_bottom_d1;
genvar chunk;
genvar chunkT;
genvar chunkB;
generate
    assign no_flip[0] = &( {data_in[GRANULARITY-1:0],data_in_bottom_d1}) ||
                        &(~{data_in[GRANULARITY-1:0],data_in_bottom_d1});
    for(chunk=1; chunk<NUM_CHUNKS-1; chunk=chunk+1) begin : no_flip_gen
        assign no_flip[chunk]    =  &( data_in[(chunk+1)*(GRANULARITY)-1:chunk*(GRANULARITY)-1]) ||
                                    &(~data_in[(chunk+1)*(GRANULARITY)-1:chunk*(GRANULARITY)-1]);
    end
    assign no_flip[NUM_CHUNKS-1] =  &( data_in[LANE_WIDTH-1:(NUM_CHUNKS-1)*(GRANULARITY)-1]) ||
                                    &(~data_in[LANE_WIDTH-1:(NUM_CHUNKS-1)*(GRANULARITY)-1]);
    assign still_counting_top[0] = no_flip[0];
    assign count_top_part[0]     = (no_flip[0] ? GRANULARITY : 0);
    for(chunkT=1; chunkT<NUM_CHUNKS; chunkT=chunkT+1) begin : count_top_gen
        assign still_counting_top[chunkT]   = still_counting_top[chunkT-1] && no_flip[chunkT];
        assign count_top_part[chunkT]       = (still_counting_top[chunkT] ? GRANULARITY : 0) + count_top_part[chunkT-1];
    end
    assign count_top = (still_counting_top[NUM_CHUNKS-1] ? LANE_WIDTH :              
                        count_top_part[NUM_CHUNKS-2]) +                      
                        (no_flip[0] ? (count_bottom_d1 == 0 ? 1 : count_bottom_d1) : 0);  
    assign still_counting_bottom[0] = no_flip[NUM_CHUNKS-1];
    assign count_bottom_part[0]     = 0;
    for(chunkB=1; chunkB<NUM_CHUNKS; chunkB=chunkB+1) begin : count_bottom_gen
        assign still_counting_bottom[chunkB] = still_counting_bottom[chunkB-1] && no_flip[NUM_CHUNKS-1-chunkB];
        assign count_bottom_part[chunkB]     = (still_counting_bottom[chunkB] ? GRANULARITY : 0) + count_bottom_part[chunkB-1];
    end
    assign count_bottom = still_counting_bottom[NUM_CHUNKS-1] ? LANE_WIDTH + (count_bottom_d1 == 0 ? 1 : count_bottom_d1) :  
                          count_bottom_part[NUM_CHUNKS-2] +                                      
                          (no_flip[NUM_CHUNKS-1] ? (REM_BITS ? REM_BITS : GRANULARITY) + 1 : 0);     
endgenerate
assign bit_flip = count_top > (RUN_LIMIT - (GRANULARITY-1) - (REM_BITS ? REM_BITS-1 : GRANULARITY-1));
always @(posedge clk)  begin 
    begin
        if (enable && bit_flip) begin
            data_out    <= {data_in[LANE_WIDTH-1:1], ~data_in[0]};
        end else begin
            data_out    <= data_in;
        end
    end
    if (!res_n) begin
        count_bottom_d1   <= { COUNT_BITS {1'b0}};
        no_flip_bottom_d1 <= 1'b0;
        data_in_bottom_d1 <= 1'b0;
        rf_bit_flip       <= 1'b0;
    end else begin
        count_bottom_d1   <= count_bottom;
        no_flip_bottom_d1 <= no_flip[NUM_CHUNKS-1];
        data_in_bottom_d1 <= data_in[LANE_WIDTH-1];
        if (enable && bit_flip) begin
            rf_bit_flip <= bit_flip;
        end
    end
end
endmodule
`default_nettype none
module tx_scrambler #(
    parameter LANE_WIDTH        = 16,
    parameter HMC_RX_AC_COUPLED = 1
)
(
    input wire              clk,
    input wire              res_n,
    input wire              disable_scrambler,
    input wire [14:0]       seed,  
    input wire [LANE_WIDTH-1:0] data_in,
    output reg [LANE_WIDTH-1:0] data_out,
    input wire              rf_run_length_enable,
    output wire             rf_run_length_bit_flip
);
wire [LANE_WIDTH-1:0]   data_out_tmp;
wire [LANE_WIDTH-1:0]   run_length_d_out;
reg  [14:0]             lfsr;  
wire [14:0]             lfsr_steps [LANE_WIDTH-1:0];  
always @(posedge clk)  begin 
    begin
        data_out <= run_length_d_out;
    end
    if(!res_n) lfsr <= seed;
    else       lfsr <= disable_scrambler ? {15{1'b0}} : lfsr_steps[LANE_WIDTH-1];
end
genvar j;
generate
    assign data_out_tmp [0] = data_in[0] ^ lfsr[0];  
    assign lfsr_steps[0]    = { (lfsr[1] ^ lfsr[0]) , lfsr[14:1] };  
    for(j = 1; j < LANE_WIDTH; j = j + 1) begin : scrambler_gen
        assign data_out_tmp[j] = data_in[j] ^ lfsr_steps[j-1][0];
        assign lfsr_steps[j]   = { (lfsr_steps[j-1][1] ^ lfsr_steps[j-1][0]) , lfsr_steps[j-1][14:1] };
    end
endgenerate
generate
    if(HMC_RX_AC_COUPLED==1) begin
        tx_run_length_limiter #(
            .LANE_WIDTH(LANE_WIDTH)
        )
        run_length_limiter_I
        (
            .clk(clk),
            .res_n(res_n),
            .enable(rf_run_length_enable),
            .data_in(data_out_tmp),
            .data_out(run_length_d_out),
            .rf_bit_flip(rf_run_length_bit_flip)
        );
    end else begin
        assign rf_run_length_bit_flip = 1'b0;
        assign run_length_d_out = data_out_tmp;
    end
endgenerate
endmodule
`default_nettype wire

==> metrics.csv <==
stage,metric,value,unit
pwr,clock power share,36.8,%
drt,drt first pass iters,4,
cts,CTS buffer count,9,
drt,drt drc,0,
synth,cells after synthesis,195,
pwr,P_sw,283,µW
critical_path,Worst Path Arrival,4.60,ns
layout,filler cell count,428,
cts,"CTS clk-pin slew, worst paths",0.06,ns
cts,hold buffers post-CTS,0,
final_timing,Final min period,4.39,ns
final_timing,RSZ-0062 raised after global routing,false,
final_timing,Max-slew headroom,49.1,%
drt,Detail Route Antenna Nets,0,
grt,number of global-route vias before repair,1447,
cts,# Post-CTS Setup Buffers,0,
synth,Commonest flop,dfxtp_1,
cts,clock sink total,57,
layout,Comb area,888,µm²
layout,register area,1140,µm²
cts,PostCTS Resize Cnt,0,
synth,Synth warnings,2,
layout,P&R area growth vs syn,41.0,%
grt,initial antenna violation count,0,
floorplanning,CORE AREA,5110,µm²
drt,Avg WL per Cell,11.9,µm
placement,HPWL Detailed,3030,µm
outcome,status,finished clean,
placement,IO buf count,51,
cts,H-Tree Depth,3,
final_timing,actual slew at the worst max-slew pin,0.762,ns
synth,Synth Cell Area,2130,µm²
synth,ys cells,195,
pwr,worst vdd rail ir drop,0.000198,V
layout,fin area,3010,µm²
hold_path,Hold Path Class,flop to flop,
synth,Post-synth ARST share,0,%
floorplanning,die width,75.1,µm
pwr,Gate power share,14.9,%
final_timing,Max Freq,0.228,GHz
floorplanning,Initial Utilization,41.8,%
drt,Avg Vias per Cell,4.63,
pwr,part of the power in registers,48.2,%
cts,CTS tree,built,
floorplanning,Die Ht,75.1,µm
cts,clk latency late pin,0.33,ns
synth,Dominant cell area share,53.5,%
synth,flops out of synthesis,57,
run,Tool Warnings,28,
pwr,power per cell area,395,nW/µm²
synth,Yosys cell types,37,
synth,Synth area leader,dfxtp_1,
final_timing,clock skew,0.00763,ns
pwr,sw frac,23.8,%
floorplanning,I/O pin count,52,
final_timing,post-layout period usage,93.4,%
layout,final cell count without fillers,342,
critical_path,Worst setup SP type,input pin,
floorplanning,FP Rows,26,
critical_path,kind of critical path,input pin to flop,
synth,most common cell in the synthesized netlist,dfxtp_1,
synth,register share after synthesis,53.5,%
layout,layout cells sized above 1,12.1,%
grt,first-pass GRT wire length,6590,µm
synth,Post-synth EDFFs,0,
final_timing,Post-Route Setup TNS,0,ns
run,maxcap violations,0,
final_timing,Final Slew Violations,0,
drt,DR iter-0 viols,60,
synth,syn_area_per_cell,10.9,µm²
critical_path,Worst setup EP type,flop,
drt,via count,1582,
floorplanning,die area,5630,µm²
placement,Cells after DPL,326,
final_timing,# setup viols final,0,
drt,n_diodes,0,
placement,placer's final routability congestion estimate,0.796,
synth,Top cells by area,"dfxtp_1 53%, xor2_1 7.4%, xnor2_1 6.6%",
final_timing,"Hold Vio Cnt, Final",0,
grt,largest net degree at the start of global routing,21,
drt,final wirelength,4080,µm
grt,Total GRT Usage,15.9,%
synth,Post-synth top cells,"57 x dfxtp_1, 22 x inv_1, 18 x xor2_1",
cts,Clock Tree Buf Depth,2,
pwr,leakage,0.00128,µW
grt,grt ovf,0,
critical_path,largest fanout on the critical path,5,
placement,placed instance area,2820,µm²
pwr,Int Pwr,905,µW
synth,yosys stat chip area,2130,µm²
cts,CTS Root Cell,clkbuf_8,
critical_path,critical path required time,4.92,ns
## stage by stage
| step | hold slack (ns) | setup WS [ns] | util (%) | total power (µW) |
|---|---|---|---|---|
| floorplan | 0.310 | 0.299 | - | 653 |
| global placement | 0.310 | -0.0670 | 55.1 | 761 |
| detailed placement | 0.312 | -0.0446 | 55.1 | 763 |
| CTS | 0.327 | 0.301 | 58.9 | 1200 |
| global route | 0.330 | 0.126 | 58.9 | 1250 |
| finish | 0.327 | 0.312 | 58.9 | 1190 |
## worst max-delay path: stages
cell and delay, ns:
clkdlybuf4s50_1 0.43, xor2_1 0.21, or4_1 0.54, mux2i_1 0.20, buf_4 0.17, nor2_1 0.04, ha_1 0.25, and2_1 0.13
ha_1 0.21, fa_1 0.38, o41a_1 0.40, o41a_1 0.11, a311oi_1 0.30, nor4b_2 0.11, o21a_1 0.17
## sequential cells by signal, indices dropped and copies added (netlist names)
register                                        flops
genblk2.run_length_limiter_I.data_out              16
data_out                                           16
genblk2.run_length_limiter_I.data_in_bottom_d1      1
genblk2.run_length_limiter_I.count_bottom_d1        8
lfsr                                               15
genblk2.run_length_limiter_I.rf_bit_flip            1
## kinds of logic (layout without fill, tap and decap cells)
| group | after synthesis | after routing | share of synthesized area (%) |
|---|---|---|---|
| and+or+nand+nor | 35 | 35 | 9.85 |
| DFF | 57 | 57 | 53.5 |
| AOI/OAI and AO/OA | 30 | 30 | 10.0 |
| muxes | 5 | 5 | 2.58 |
| xor gates and xnor gates | 35 | 35 | 14.7 |
| buffers and inverters | 26 | 103 | 4.92 |
| adders and majority gates | 7 | 7 | 4.45 |
## cell type report
class / count / area share, %
inverter: 22 / 2.74
clock inverter: 7 / 2.33
multi-input combinational: 112 / 29.5
timing repair buffer: 65 / 20.5
tap: 70 / 2.91
sequential: 57 / 37.9
clock buffer: 9 / 4.12
## metal layers
layer / up-vias / part of all wire, % / track usage, % / wire (µm)
met5: - / 0 / 0 / 0
met4: 0 / 2.0 / 3.56 / 83
met3: 9 / 5.3 / 3.66 / 218
met2: 52 / 44 / 24.3 / 1790
met1: 703 / 49 / 23.7 / 2000
li1: 818 / - / - / -
## power by group through the flow
stage	Sequential (µW)	Clock, µW	Combinational [µW]
finish	573	438	177
global route	581	471	196
CTS	574	449	179
## placed cells by master, fill, tap and decap left out, types with 4 or more instances in the layout
cell	synthesis	routed
buf_4	0	14
nand4_1	6	6
clkbuf_8	0	9
or4_1	5	5
nand2_1	5	5
nor3_1	4	4
and2_1	4	4
inv_1	22	22
o22ai_1	15	15
xor2_1	18	18
mux2i_1	4	4
ha_1	6	6
dfxtp_1	57	57
clkdlybuf4s50_1	0	51
xnor2_1	16	16
## worst paths after layout
kind                                                  from                                        to  slack, ns  cells past startpoint
setup / recovery                                data_in[3]  genblk2.run_length_limiter_I.rf_bit_flip       0.31                     15
hold / removal    genblk2.run_length_limiter_I.data_out[0]                               data_out[0]       0.33                      0
setup reg to reg                                   lfsr[3]  genblk2.run_length_limiter_I.rf_bit_flip       0.99                     14
hold reg to reg   genblk2.run_length_limiter_I.data_out[0]                               data_out[0]       0.33                      0
Power and IR drop assume default switching activity.
